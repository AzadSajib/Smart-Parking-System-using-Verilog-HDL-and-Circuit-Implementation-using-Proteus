==> flow/design.v <==
module top_module(clock,register, gl_reset, car_exit, exit_from, exit_code, 
					car_arrival,available_slots,can_park,
					l0,l1,l2,l3,l4,l5,l6,l7);
input clock, gl_reset;				 
input car_arrival, car_exit;		 
input [2:0]exit_from;				 
input [7:0]exit_code;				 
output reg [2:0]available_slots;	 
output reg can_park;				 
output reg [7:1]register;			 
reg [2:0]spot;						 
reg [7:0] temp;						 
integer i;
output reg [7:0]l0,l1,l2,l3,l4,l5,l6,l7;  
reg match;
always @ (posedge clock)
begin
	if (car_exit)					 
	begin
		case(exit_from)				
			7:begin 
				if (exit_code == l7) match =1;
				else match = 0;
				end
			6:begin 
				if (exit_code == l6) match =1;
				else match = 0;
				end
			5:begin 
				if (exit_code == l5) match =1;
				else match = 0;
				end
			4:begin 
				if (exit_code == l4) match =1;
				else match = 0;
				end
			3:begin 
				if (exit_code == l3) match =1;
				else match = 0;
				end
			2:begin 
				if (exit_code == l2) match =1;
				else match = 0;
				end
			1:begin 
				if (exit_code == l1) match =1;
				else match = 0;
				end
			0:begin 
				if (exit_code == l0) match =1;
				else match = 0;
				end
		endcase
		if(match)			 
		begin
			available_slots <= available_slots + 1;  
			can_park <= 1;			 
			register[exit_from] <= 0;  
		end
		else				 
		begin	
			available_slots <= available_slots;  
			register[exit_from] <= register[exit_from];  
		end
	end
	if(gl_reset)					 
	begin
		available_slots <= 3'b111;	 
		register <= 0;
		can_park <= 1;
	end
	else if(!available_slots)		 
		can_park <= 0;
	else if(car_arrival)			 
	begin
		can_park <= 1;
		available_slots <= available_slots - 1;	 
		for(i=1;i<=7;i = i+1)
		begin
			if(register[i]==0)
				spot = i;
		end
		register[spot] <= 1;
		task_passcode (spot, temp);  
		begin
		case(spot)
			7 : l7 = temp;
			6 : l6 = temp;
			5 : l5 = temp;
			4 : l4 = temp;
			3 : l3 = temp;
			2 : l2 = temp;
			1 : l1 = temp;
			0 : l0 = temp;
		endcase
		end
	end
end	
task task_passcode;
input [2:0]slot_number;
output reg [7:0]Q;
begin
	case(slot_number)
		3'b111: Q = 1+2+3+5+8+13+21+34;
		3'b110: Q = 1+2+3+5+8+13+21;
		3'b101: Q = 1+2+3+5+8+13;
		3'b100: Q = 1+2+3+5+8;
		3'b011: Q = 1+2+3+5;
		3'b010: Q = 1+2+3;
		3'b001: Q = 1+2;
		3'b000: Q = 1;
	endcase
end
endtask
endmodule
==> flow/run.sh <==
#!/bin/bash
# OpenROAD 26Q1-2900-gdf79404cd8, Yosys 0.63+post, stock flow scripts
make -C /OpenROAD-flow-scripts/flow DESIGN_CONFIG=/design/flow/config.mk WORK_HOME=/design/flow/orfs finish
==> flow/config.mk <==
export PLATFORM = sky130hd
export DESIGN_NAME = top_module
export DESIGN_NICKNAME = top_module
export VERILOG_FILES = /design/flow/design.v
export SDC_FILE = /design/flow/constraint.sdc
export NUM_CORES = 4
export LEC_CHECK = 1
export CORE_UTILIZATION = 40
==> flow/constraint.sdc <==
current_design top_module

set clk_period 6.6
set clk_io_pct 0.2

create_clock -name clk0 -period $clk_period [get_ports {clock}]

set non_clock_inputs [all_inputs -no_clocks]
set_input_delay [expr $clk_period * $clk_io_pct] -clock clk0 $non_clock_inputs
set_output_delay [expr $clk_period * $clk_io_pct] -clock clk0 [all_outputs]
==> flow_summary.yaml <==
# synthesis and place-and-route metrics
run_status:
  status: "finished, final reports clean"
job:
  cap_violations: 0
  tool_warnings: 38
synth:
  synth_async_sr_flop_share_pct: 0
  ys_warn_count: 1
  synth.ff_latch_count: 77
  synth_top_cell_by_count: "sky130_fd_sc_hd__edfxtp_1"
  yosysSeqAreaShare_pct: 49.28
  synth.cell_area_um2: 4265
  yosysChipArea_um2: 4265
  yosysUniqueCellTypes: 65
  edff_count_synth: 56
  yosysCellCount: 396
  top_cells_by_area: "sky130_fd_sc_hd__edfxtp_1 (39%), sky130_fd_sc_hd__dfxtp_1 (9.9%), sky130_fd_sc_hd__ha_1 (7.0%)"
  syn_area_per_cell_um2: 10.77
  top_area_share_pct: 39.43
  postSynthCellCount: 396
  ys.flop_type: "sky130_fd_sc_hd__edfxtp_1"
  top_cells_by_count: "sky130_fd_sc_hd__edfxtp_1 (56), sky130_fd_sc_hd__nand2_1 (25), sky130_fd_sc_hd__ha_1 (24)"
  yosysTopAreaCell: "sky130_fd_sc_hd__edfxtp_1"
clocking:
  number_of_gates_resized_after_cts: 0
  count_of_buffers_added_by_post_cts_timing_repair_for_setup: 0
  htree_num_levels: 3
  clock_insertion_delay_worst_skew_ns: 0.35
  cts_hold_buf: 0
  cts_tree: "yes"
  clockBufferDepth: 2
  cts.sinks: 77
  clk_root_buffer_cell: "sky130_fd_sc_hd__clkbuf_8"
  number_of_buffers_added_by_the_clock_tree_synthesis_step: 9
  cts.reportedPaths.clkPinSlew_ns: 0.08
critical_path:
  worst-endpoint-required_ns: 6.85
  critical_path.max_fanout: 16
  worst_setup_path_start_kind: "primary input"
  crit_type: "in -> reg"
  nature_of_the_critical_path_endpoint: "flip-flop"
  crit_arrival_ns: 5.22
detailed_routing:
  antenna-diode-count: 0
  ant_nets: 0
  avgRoutedWirePerCell_um: 18.60
  routed-via-count: 3547
  finalWirelength_um: 11480
  detailedRoute.firstIterationViolations: 315
  drc: 0
  drt-vias-per-instance: 5.749
  dr.pass1.iters: 5
timing:
  final.setup.tns_ns: 0
  setup-violations-final: 0
  post-route-period-util_pct: 75.37
  final_period_minus_worst_setup_slack_ns: 4.975
  finalClockSkew_ns: 0.009972
  finalHoldViolations: 0
  unrepaired_setup_endpoints_after_global_routing: "false"
  slew_headroom_pct: 41.03
  fmax_mhz: 201.0
  timing_max_transition_violations_final: 0
  tightest_slew_ns: 0.8845
global_route:
  gr-usage-all-layers_pct: 22.11
  first_global_vias: 3461
  grt_first_pass_wirelength_um: 18040
  largest_net_degree_at_the_start_of_global_routing: 26
  grt_overflow: 0
  antenna_found_initial: 0
power:
  power.leakage_nw: 1.888
  worst_ir_drop_vdd_v: 0.0001973
  power.density_cell_area_nw_per_um2: 211.6
layout:
  finalCoreUtilization_pct: 52.37
  proportion_of_layout_cells_with_a_drive_suffix_above_1_pct: 6.653
  area_growth_syn_to_layout_pct: 26.75
  fillers: 919
floorplanning:
  ios: 90
  die_wd_um: 105.3
  rows: 37
  core_region_area_um2: 10320
  chipHeight_um: 105.3
  chip_area_um2: 11080
  fp-utilization_pct: 41.32
placement:
  gp_congestion: 0.9356
  hpwl_um: 8471
  portBuffers: 81
min_path:
  hold_path.class: "reg -> reg"
-- state kept, by name, indices dropped and copies added, names as in the netlist, named ones only --
register	cells
l2	7
l3	7
l5	7
l7	7
spot	7
l6	7
l1	7
l4	7
l0	7
register	7
can_park	1
available_slots	3
-- placed cells by master (no fill, tap or decap), types with 3 or more instances in the layout --
cell                              count
sky130_fd_sc_hd__clkdlybuf4s50_1     81
sky130_fd_sc_hd__edfxtp_1            56
sky130_fd_sc_hd__nand2_1             25
sky130_fd_sc_hd__ha_1                24
sky130_fd_sc_hd__dfxtp_1             21
sky130_fd_sc_hd__a21oi_1             20
sky130_fd_sc_hd__nor2_1              20
sky130_fd_sc_hd__inv_1               18
sky130_fd_sc_hd__o21ai_0             15
sky130_fd_sc_hd__a22oi_1             11
sky130_fd_sc_hd__nor3_1              10
sky130_fd_sc_hd__a31oi_1              9
sky130_fd_sc_hd__nand3_1              9
sky130_fd_sc_hd__clkbuf_8             9
sky130_fd_sc_hd__or3_1                8
sky130_fd_sc_hd__conb_1               8
sky130_fd_sc_hd__nor2b_1              7
sky130_fd_sc_hd__nor4_1               7
sky130_fd_sc_hd__buf_4                7
sky130_fd_sc_hd__nand2b_1             6
sky130_fd_sc_hd__nand4_1              6
sky130_fd_sc_hd__o211ai_1             6
sky130_fd_sc_hd__o22ai_1              5
sky130_fd_sc_hd__or4_1                5
sky130_fd_sc_hd__a22o_1               5
sky130_fd_sc_hd__xnor2_1              4
sky130_fd_sc_hd__o21a_1               4
sky130_fd_sc_hd__o31ai_1              4
sky130_fd_sc_hd__a211oi_1             4
sky130_fd_sc_hd__a221oi_1             4
sky130_fd_sc_hd__a21o_1               3
sky130_fd_sc_hd__and3_1               3
sky130_fd_sc_hd__mux2_2               3
sky130_fd_sc_hd__xor2_1               3
sky130_fd_sc_hd__mux2_4               3
sky130_fd_sc_hd__and4b_1              3
sky130_fd_sc_hd__nor4b_1              3
sky130_fd_sc_hd__nand4b_1             3
sky130_fd_sc_hd__bufinv_16            3
-- final cells by class --
cell class	instances	area, um2	area share [%]
flip-flops and latches	77	2102	38.88
multi-input cells	282	1966	36.36
repair buffers	88	863.3	15.97
well taps	136	170.2	3.147
clock buffers	10	127.6	2.361
clock inverters	6	110.1	2.037
inverters	18	67.56	1.250
-- per-stage QoR --
stage / hold slack (ns) / worst slack, ns / cell area (um2) / cells / total power (W)
finish: 0.4600 / 1.626 / 5406 / 617 / 0.001144
global route: 0.4955 / 1.374 / 5406 / 617 / 0.001191
CTS: 0.4631 / 1.665 / 5406 / 617 / 0.001151
detailed placement: 0.4406 / 1.296 / 5169 / 601 / 0.0007285
global placement: 0.4399 / 1.400 / 5169 / 601 / 0.0007278
floorplan: 0.4202 / 2.455 / 4292 / 403 / 0.0006678
-- power breakdown --
part           leakage (nW)  total, W  switching (W)  internal (W)
clock network         0.115  0.000424       0.000173      0.000251
registers             0.627  0.000556      0.0000147      0.000541
logic                  1.15  0.000165      0.0000937     0.0000708
-- cell families after synthesis --
kind of cell,Yosys count,synth area share (%)
AND/OR/NAND/NOR,122,15.72
AND-OR/OR-AND,111,18.33
flip-flops,77,49.28
buffers and inverters,44,5.250
adder cells (fa/ha/maj),24,7.040
multiplexers,10,2.845
XOR/XNOR,7,1.437
other,1,0.08792
-- worst max-delay path, cell delays in order --
cell and delay (ns):
sky130_fd_sc_hd__clkdlybuf4s50_1 0.76, sky130_fd_sc_hd__inv_1 0.21, sky130_fd_sc_hd__ha_1 0.46, sky130_fd_sc_hd__nor3_2 0.36
sky130_fd_sc_hd__nand2_1 0.20, sky130_fd_sc_hd__o21a_1 0.22, sky130_fd_sc_hd__mux2_1 0.28, sky130_fd_sc_hd__or4_1 0.67
sky130_fd_sc_hd__or4_1 0.53, sky130_fd_sc_hd__a31o_1 0.21
-- metal layers --
metal	share of wire [%]	vias to the layer above	global-route usage (%)	wire, um
met5	0	-	0	0
met4	2.0	0	4.427	233
met3	8.5	20	7.823	975
met2	46	152	32.85	5238
met1	44	1697	32.96	5028
li1	-	1678	-	-
-- final timing paths --
check	endpoint	startpoint	depth (start not counted)	slack [ns]
min reg2reg	spot[0]	spot[0]	2	0.46
max	available_slots[1]	exit_from[0]	10	1.63
min	spot[0]	spot[0]	2	0.46
max reg2reg	register[5]	register[1]	14	2.47
Power figures rest on the tool's default switching activity, not on a simulated workload.
